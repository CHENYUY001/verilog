File: flow/run.sh
#!/bin/bash
# OpenROAD 26Q1-2900-gdf79404cd8, Yosys 0.63+post, stock flow scripts
make -C /OpenROAD-flow-scripts/flow DESIGN_CONFIG=/design/flow/config.mk WORK_HOME=/design/flow/orfs finish
File: flow/config.mk
export PLATFORM = sky130hd
export DESIGN_NAME = alu
export DESIGN_NICKNAME = alu
export VERILOG_FILES = /design/flow/design.v
export SDC_FILE = /design/flow/constraint.sdc
export NUM_CORES = 4
export LEC_CHECK = 1
export CORE_UTILIZATION = 30
File: flow/constraint.sdc
current_design alu

set clk_period 16.0
set clk_io_pct 0.2

create_clock -name clk0 -period $clk_period

set non_clock_inputs [all_inputs -no_clocks]
set_input_delay [expr $clk_period * $clk_io_pct] -clock clk0 $non_clock_inputs
set_output_delay [expr $clk_period * $clk_io_pct] -clock clk0 [all_outputs]
File: flow/design.v
`timescale 1ns / 1ps
module alu (
    input  [31:0] A,
    input  [31:0] B,
    input         Cin,
    input  [4:0]  Card,
    output [31:0] F,
    output        Cout,
    output        Zero
);
    wire [31:0] add_result;
    wire [31:0] addc_result;
    wire [31:0] sub_result;
    wire [31:0] subc_result;
    wire [31:0] subr_result;
    wire [31:0] subrc_result;
    wire [31:0] not_a_result;
    wire [31:0] not_b_result;
    wire [31:0] and_result;
    wire [31:0] or_result;
    wire [31:0] xnor_result;
    wire [31:0] xor_result;
    wire [31:0] nand_result;
    wire [31:0] zero_result;
    wire [31:0] pass_a_result;
    wire [31:0] pass_b_result;
    assign add_result  = A + B;
    assign addc_result = A + B + Cin;
    assign sub_result  = A - B;
    assign subc_result = A - B - Cin;
    assign subr_result = B - A;
    assign subrc_result = B - A - Cin;
    assign not_a_result = ~A;
    assign not_b_result = ~B;
    assign or_result = A | B;
    assign and_result = A & B;
    assign xnor_result = ~(A ^ B);
    assign xor_result = A ^ B;
    assign nand_result = ~(A & B);
    assign zero_result = 32'b0;
    assign pass_a_result = A;
    assign pass_b_result = B;
    assign F = ({32{Card == 5'b00001}}  & add_result)  |
               ({32{Card == 5'b00010}} & addc_result) |
               ({32{Card == 5'b00011}}  & sub_result)  |
               ({32{Card == 5'b00100}} & subc_result) |
               ({32{Card == 5'b00101}} & subr_result) |
               ({32{Card == 5'b00110}} & subrc_result) |
               ({32{Card == 5'b00111}} & pass_a_result) |
               ({32{Card == 5'b01000}} & pass_b_result) |
               ({32{Card == 5'b01001}} & not_a_result) |
               ({32{Card == 5'b01010}} & not_b_result) |
               ({32{Card == 5'b01011}} & or_result) |
               ({32{Card == 5'b01100}} & and_result) |
               ({32{Card == 5'b01101}} & xnor_result) |
               ({32{Card == 5'b01110}} & xor_result) |
               ({32{Card == 5'b01111}} & nand_result) |
               ({32{Card == 5'b10000}} & zero_result);
    assign Cout = (Card == 5'b00001 || Card == 5'b00010) ? add_result[31] :
                  (Card == 5'b00011 || Card == 5'b00100) ? sub_result[31] :
                  (Card == 5'b00101 || Card == 5'b00110) ? subr_result[31] : 1'b0;
    assign Zero = (F == 32'b0) ? 1'b1 : 1'b0;
endmodule
==> flow_summary.toml <==
# flow metrics
[final_timing]
final.setup.tns_ns = 0
min_period_ns = 13.74
rsz0062_at_grt = "no"
finalHoldViolCount = 0
fmax_ghz = 0.0728
max-slew-margin-rel = 0.172
drv_slew = 0
period_used_share = 0.859
worst_pin_slew_ns = 1.21
finalSetupViolCount = 0

[layout]
final_cells = 2593
syn2layout_area_growth_pct = 12.7
seq_area_um2 = 0
seq_cell_count = 0
fill_cells = 4662
drive_gt1_frac = 0.0767
clkbuf_count = 0

[run_status]
status = "complete, no violations"

[routing]
drtIter0Drc = 1908
drc = 0
detail_route.vias_per_cell = 6.29
vias = 16300
ant_nets = 0
routed_wl_um = 70000
wire_per_inst_um = 27.0
antenna-diode-count = 0
first_pass_iters = 6

[grt]
grt_pass1_wl_um = 102000
grt_overflow_total = 0
grt_pass1_vias = 14800
grt_start_max_net_pins = 51
antenna_found_initial = 1
grt_util_all_layers = 0.312

[floorplanning]
fp.dieH_um = 212
fp-row-count = 76
dieWidth_um = 212
num_io_pins = 104
core-area_um2 = 43200
fp_util = 0.305
die_area_um2 = 44700

[yosys]
synth_cells = 1970
ys_cells = 1970
avgSynthCellArea_um2 = 6.69
yosys_warnings = 0
ys_area_um2 = 13200
synth_cell_types = 111
top_area_frac = 0.137
syn_area_um2 = 13200
ys_seq_share = 0
topCellsByArea = "ha_1 14%, xnor2_1 6.8%, a21oi_1 6.4%, nor2_1 5.0%, mux2i_1 3.8%"
top_area_cell = "ha_1"

[placed_design]
dp.cells = 2593
dp_hpwl_um = 55800
gp_congestion = 1.05
io_buffers = 104

[power]
cellPowerDensity_nw_per_um2 = 44.4
leakagePower_nw = 5.66
ir_drop_mv = 0.0146

[critical_path]
crit_arrival_ns = 10.54
cp_max_fo = 21
criticalPathCategory = "in -> out"
startpoint_type = "input pin"
critPathRequiredTime_ns = 12.80
end_kind = "output pin"

[clock_tree]
ctsHoldBuffers = 0
post_cts_buffers = 0
cts_resized = 0

[flow_run]
max-cap-violations = 0
openroad.warnings = 139

[worst_hold_path]
hold_path_class = "in -> out"
## critical path, stage by stage
cell and delay [ns]:
clkdlybuf4s50_1 0.55, inv_1 0.11, ha_1 0.64, or4_4 0.69, a211oi_1 0.53, or3_1 0.21
xnor2_1 0.21, a2111oi_0 1.12, o221ai_1 0.28, a21oi_1 0.22, or4b_2 0.64, nor4_1 0.35
nand4b_1 0.15, nor4_1 0.63, nand4b_1 0.19, nor4_2 0.28, clkdlybuf4s50_1 0.51
## path summary, 6_finish.rpt
path / start / to / slack, ns / cells past startpoint
hold / removal: Card[1] / F[0] / 7.69 / 5
setup / recovery: A[7] / Zero / 2.26 / 17
## synthesized netlist by cell type, drive strengths merged (37+ instances only)
library cell,count
nand2,126
clkbuf,77
o21ai,101
nor4,56
a21oi,170
nor2,180
o22ai,37
a211oi,41
nand3,61
buf,46
ha,144
inv,107
mux2i,50
xnor2,103
nor3,81
## report_power, final
part,leakage (nW),switching (mW),internal [mW]
logic,5.66,0.427,0.231
clock network,0,0,0
registers,0,0,0
total,5.66,0.427,0.231
## cell usage in the layout, fill, tap and decap left out, types with 16 or more instances in the layout
cell type	count
inv_1	101
nor2_1	176
o22ai_1	37
a21oi_1	168
and3_1	27
nor3_1	77
nor4_1	46
a211oi_1	40
or3_1	19
a21o_1	24
or2_2	20
nand3_1	59
nand4_1	30
nor2b_1	31
o21a_1	16
nand2_1	125
buf_4	58
and2_1	23
xnor2_1	103
o211ai_1	33
ha_1	144
o31ai_1	34
mux2i_1	50
o221ai_1	28
or4_1	16
xor2_1	28
o21ai_0	91
a221oi_1	20
clkdlybuf4s50_1	102
## metrics by stage
stage	utilization	area, µm²	power, mW	setup slack [ns]	hold WS [ns]
floorplan	-	13200	0.410	5.32	6.60
global placement	0.344	14800	0.634	2.37	7.71
detailed placement	0.344	14800	0.633	2.43	7.73
CTS	0.344	14800	0.636	2.44	7.73
global route	0.344	14800	0.699	2.12	7.78
finish	0.344	14800	0.658	2.26	7.69
## cell families (layout without fill, tap and decap cells)
group	count (synthesis)	in the layout	synth area share
xor gates and xnor gates	131	131	0.0871
AOI/OAI and AO/OA	652	652	0.343
muxes	52	52	0.0397
adders and majority gates	147	147	0.141
buffers and inverters	231	269	0.0719
and+or+nand+nor	757	757	0.317
## layer usage
layer / part of all wire / track usage
met1: 0.46 / 0.481
met2: 0.42 / 0.452
met3: 0.096 / 0.0498
met4: 0.025 / 0.0637
met5: 0.00019 / 0
## final cells by class
| type | instances | area, µm² | share of cell area |
|---|---|---|---|
| Multi-Input combinational cell | 1739 | 12200 | 0.825 |
| Timing Repair Buffer | 161 | 1460 | 0.0985 |
| Tap cell | 585 | 732 | 0.0493 |
| Inverter | 108 | 405 | 0.0273 |
Power figures rest on the tool's default switching activity, not on a simulated workload.
