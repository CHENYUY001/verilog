==> flow/design.v <==
`timescale 1ns / 1ps
module regfile (
    input          clk,
    input   [4:0]  raddr1,
    output [31:0]  rdata1,
    input   [4:0]  raddr2,
    output [31:0]  rdata2,
    input          we,
    input   [4:0]  waddr,
    input   [31:0] wdata
);
    reg [31:0] registers [31:0];
    integer i;
    initial begin
        for (i = 0; i < 32; i = i + 1) begin
            registers[i] = 32'b0;
        end
    end
    assign rdata1 = registers[raddr1];
    assign rdata2 = registers[raddr2];
    always @(posedge clk) begin
        if (we)
            registers[waddr] <= wdata;
    end
endmodule
==> flow/run.sh <==
#!/bin/bash
# OpenROAD 26Q1-2900-gdf79404cd8, Yosys 0.63+post, stock flow scripts
make -C /OpenROAD-flow-scripts/flow DESIGN_CONFIG=/design/flow/config.mk WORK_HOME=/design/flow/orfs finish
==> flow/config.mk <==
export PLATFORM = sky130hd
export DESIGN_NAME = regfile
export DESIGN_NICKNAME = regfile
export VERILOG_FILES = /design/flow/design.v
export SDC_FILE = /design/flow/constraint.sdc
export NUM_CORES = 4
export LEC_CHECK = 1
export CORE_UTILIZATION = 50
==> flow/constraint.sdc <==
current_design regfile

set clk_period 8.5
set clk_io_pct 0.2

create_clock -name clk0 -period $clk_period [get_ports {clk}]

set non_clock_inputs [all_inputs -no_clocks]
set_input_delay [expr $clk_period * $clk_io_pct] -clock clk0 $non_clock_inputs
set_output_delay [expr $clk_period * $clk_io_pct] -clock clk0 [all_outputs]
==> results.txt <==
result of the run -> completed
routability congestion estimate -> 0.883
path type of the worst min-delay path -> in2reg
fill cell instance count of the final layout -> 7287
instance area at placement -> 51300 sq um
Worst slew margin -> 28.8%
Hold Vio Cnt, Final -> 0
total power per unit cell area -> 207 nW/um^2
Synth Register Bits -> 1024
clock root cell -> sky130_fd_sc_hd__clkbuf_16
Buffers on Ports -> 112
Post CTS Setup Buffer Count -> 0
setup total negative slack -> 0 ns
total die area -> 98800 sq um
Critical Path Most Common Cell -> sky130_fd_sc_hd__clkdlybuf4s50_1
sequential fraction of the synthesis area -> 63.0%
slowest stage delay, CP -> 0.74 ns
post-synthesis instance area -> 48800 sq um
CP top delay family -> buffers and inverters
number of placement rows -> 114
maximum fanout encountered on the critical timing path -> 73
router iterations before antenna repair -> 6
Top Registers -> registers: 1024 flops
crit start category -> primary input
H-tree lvl count -> 3
initial antenna violation count -> 2
critical path buffer and inverter count -> 3
n_diodes -> 0
clk sinks -> 1024
CP Data Required Time -> 6.80 ns
largest net degree at the start of global routing -> 107
Tightest Pin Transition -> 1.07 ns
Via Count -> 31400
Final Max Slew Viols -> 0
Hold Buf Count CTS -> 0
flip-flop count of the largest register, all copies and words added -> 1024
Post-Route Utilization -> 56.7%
clock-pin slew of the registers on the worst-case setup and hold paths -> 0.06 ns
Sequential cell area -> 30700 sq um
worst setup path category -> in2out
GRT overflow -> 0
tally of max-capacitance violations -> 0
clock tree buffer depth -> 3
Multi-input gate area -> 16800 sq um
Chip Height -> 314 um
kind of end point of the critical path -> output port
Area Overhead vs Synth -> 12.4%
number of global-route vias before repair -> 32900
post-route ant nets -> 0
Resize count post-CTS -> 0
Syn Inst Count -> 3386
DP HPWL -> 83500 um
Die X-Extent -> 314 um
count of unique library cells instantiated by Yosys -> 23
cell at the slowest stage of the critical path -> sky130_fd_sc_hd__nor2_4
number of CTS-inserted buffers -> 107
total cells reported by yosys after synthesis -> 3386
unrepaired setup endpoints after global routing -> no
count of warning messages emitted by the tools -> 30
Setup Viol. Count Final -> 0
number of design rule violations left after detail routing -> 0
portion of the clock cycle consumed by the worst path in the final layout -> 76.6%
post-route standard cell area excluding fillers -> 54800 sq um
worst-case vdd ir drop -> 155 uV
synthesized area per cell -> 14.4 sq um
launch point of the critical path -> raddr2[2]
Max Clock Freq -> 0.154 GHz
fin crit period -> 6.51 ns
leakage dissipation -> 20.1 nW
crit-path cells -> clkdlybuf4s50_1 > nor2_4 > buf_12 > a22o_1 > nor3_1 > a31oi_1 > nand3_1 > clkdlybuf4s50_1
min-delay src -> wdata[8]
wire length of the first global-routing pass -> 223000 um
ratio of cells with drive above 1 in the final layout -> 8.86%
global-route usage over all layers -> 34.8%
DRC violation total after the first TritonRoute iteration -> 2252
Pre-Place Util -> 50.5%
routed len/inst -> 32.4 um
detail-routed via count per cell -> 6.49
chip area in the Yosys report -> 48800 sq um
area inside the core boundary -> 96700 sq um
detailed-route wire length -> 156000 um
Biggest register -> registers
yosys synthesis warning count -> 1
Final Hold Slack -> 1.83 ns
CTS tree -> yes
arrival time reported for the critical path endpoint -> 4.81 ns
Ports -> 113
==> kinds of logic (layout without fill, tap and decap cells) <==
family                 after synthesis  in the layout  share of synthesized area [%]
AND-OR/OR-AND                      576            576                           8.04
buffers and inverters              253            424                           3.21
flip-flops                        1024           1024                           63.0
multiplexers                      1024           1024                           21.0
AND/OR/NAND/NOR                    509            509                           4.71
==> Yosys cell counts <==
library cell / n / share of area, %
sky130_fd_sc_hd__or3_1: 1 / 0.013
sky130_fd_sc_hd__nor2_1: 35 / 0.27
sky130_fd_sc_hd__a22o_1: 128 / 2.3
sky130_fd_sc_hd__mux2i_1: 1024 / 21
sky130_fd_sc_hd__buf_6: 45 / 1.0
sky130_fd_sc_hd__nand3b_1: 5 / 0.077
sky130_fd_sc_hd__clkbuf_4: 4 / 0.062
sky130_fd_sc_hd__nand3_1: 194 / 2.0
sky130_fd_sc_hd__or3b_2: 3 / 0.054
sky130_fd_sc_hd__a31oi_1: 64 / 0.82
sky130_fd_sc_hd__buf_4: 47 / 0.72
sky130_fd_sc_hd__or2_2: 2 / 0.026
sky130_fd_sc_hd__clkbuf_1: 86 / 0.66
sky130_fd_sc_hd__nand2_1: 195 / 1.5
sky130_fd_sc_hd__buf_2: 70 / 0.72
sky130_fd_sc_hd__a21oi_1: 192 / 2.0
sky130_fd_sc_hd__edfxtp_1: 1024 / 63
sky130_fd_sc_hd__nor2b_1: 4 / 0.051
sky130_fd_sc_hd__and2_1: 2 / 0.026
sky130_fd_sc_hd__a22oi_1: 192 / 3.0
sky130_fd_sc_hd__nand2b_1: 4 / 0.051
sky130_fd_sc_hd__buf_1: 1 / 0.0077
sky130_fd_sc_hd__nor3_1: 64 / 0.66
==> area by class of cell <==
| class | instances | share of cell area [%] |
|---|---|---|
| multi-input cells | 2109 | 30.6 |
| flip-flops and latches | 1024 | 56.1 |
| clock inverters | 65 | 1.21 |
| well taps | 1276 | 2.91 |
| clock buffers | 133 | 5.14 |
| repair buffers | 226 | 4.04 |
==> cell usage in the layout, fill, tap and decap left out, drive strengths merged <==
cell and instances:
edfxtp 1024, a22o 128, buf 116, nand3b 5, bufinv 13, clkinvlp 1, nand2 195, mux2i 1024
clkinv 48, nor2 35, and2 2, a21oi 192, nand3 194, a31oi 64, or3 1, or3b 3
clkdlybuf4s50 110, nor2b 4, nand2b 4, clkbuf 133, inv 3, nor3 64, or2 2, a22oi 192
==> per-stage QoR <==
stage                     instances  worst slack (ns)  power, mW
after global routing           4833              1.88       11.7
after detailed placement       4635              2.03       6.78
after CTS                      4833              2.03       11.4
after global placement         4635              2.10       6.78
after floorplan                3386              4.04       6.33
final                          4833              1.99       11.3
==> final timing paths <==
kind / to / cells after the start
max: rdata2[13] / 8
min: registers[10][8] / 2
==> power by group <==
part	switching (mW)	total, mW	internal (mW)
clock network	1.91	4.65	2.73
registers	0.0246	5.64	5.62
logic	0.661	1.05	0.391
==> per-layer routing <==
metal	global-route usage, %	vias to the layer above	routed length [um]
met2	48.7	2204	69500
met4	10.6	8	6390
met3	25.2	353	27200
met5	1.84	-	119
met1	44.6	15300	53200
li1	-	13600	-
Power figures rest on the tool's default switching activity, not on a simulated workload.
