## flow/run.sh

```bash
#!/bin/bash
# OpenROAD 26Q1-2900-gdf79404cd8, Yosys 0.63+post, stock flow scripts
make -C /OpenROAD-flow-scripts/flow DESIGN_CONFIG=/design/flow/config.mk WORK_HOME=/design/flow/orfs finish
```

## flow/config.mk

```make
export PLATFORM = sky130hd
export DESIGN_NAME = cpu
export DESIGN_NICKNAME = cpu
export VERILOG_FILES = /design/flow/design.v
export SDC_FILE = /design/flow/constraint.sdc
export NUM_CORES = 4
export LEC_CHECK = 1
export CORE_UTILIZATION = 50
```

## flow/constraint.sdc

```tcl
current_design cpu

set clk_period 39.4
set clk_io_pct 0.2

create_clock -name clk0 -period $clk_period [get_ports {clk}]

set non_clock_inputs [all_inputs -no_clocks]
set_input_delay [expr $clk_period * $clk_io_pct] -clock clk0 $non_clock_inputs
set_output_delay [expr $clk_period * $clk_io_pct] -clock clk0 [all_outputs]
```

## flow/design.v

```verilog
`timescale 1ns / 1ps
module cpu(
    input           clk,               
    input           resetn,            
    output          inst_sram_en,       
    output[31:0]    inst_sram_addr,     
    input[31:0]     inst_sram_rdata, 
    output          data_sram_en,      
    output[3:0]     data_sram_wen,    
    output[31:0]    data_sram_addr,   
    output[31:0]    data_sram_wdata,  
    input[31:0]     data_sram_rdata,  
    output[31:0]    debug_wb_pc,       
    (*mark_debug = "true"*)output          debug_wb_rf_wen,
    (*mark_debug = "true"*)output[4:0]     debug_wb_rf_wnum,
    (*mark_debug = "true"*)output[31:0]    debug_wb_rf_wdata
);
    reg[3:1] T;
    always @(posedge clk ) begin 
            if (!resetn) begin
                T <= 3'b100;
            end else begin
                T <= {T[2:1], T[3]};
            end
    end
    assign inst_sram_en = T[3];
    (*mark_debug = "true"*)wire[31:0] inst;
    assign inst = inst_sram_rdata;
    wire[25:0] jmp_part = inst[25:0];
    wire[15:0] bbt_part = inst[15:0];
    wire[1:0] sel;
    wire[31:0] pc;
    PC_select PC_select(
        .clk(clk),
        .T(T[1]),
        .resetn(resetn),
        .sel(sel),
        .jmp_part(jmp_part),
        .bbt_part(bbt_part),
        .pc_val(pc)
    );
    assign inst_sram_addr = pc;
    reg[31:0] pc_keep;
    always @(posedge clk) begin
        if (T[3])
            begin 
            pc_keep = pc;
            end
        if (!resetn) pc_keep = 0;
    end
    assign debug_wb_pc = pc_keep;
    wire wen;
    wire[4:0] waddr;
    wire[4:0] raddr1;
    wire[4:0] raddr2;
    wire[4:0] alu_card;
    wire mem_rd;
    wire mem_wr;
    wire jmp;
    wire mov;
    wire sll;
    wire cmp;
    wire bbt;
    (*mark_debug = "true"*)wire reg_wen;
    assign data_sram_wen = mem_wr;
    assign data_sram_en = mem_wr | mem_rd;
    wire[31:0] rs_data;
    wire[31:0] rt_data;   
    wire[31:0] wb_data;
    assign sel = (jmp)?2'b01:(bbt&rs_data[inst[20:16]])?2'b10:2'b00;
    assign reg_wen = (wen&mov)? (!rt_data):wen;
    cpu_decoder cpu_decoder(
        .inst(inst),
        .resetn(resetn),
        .wen(wen),
        .waddr(waddr),
        .raddr1(raddr1),
        .raddr2(raddr2),
        .alu_card(alu_card),
        .mem_rd(mem_rd),
        .mem_wr(mem_wr),
        .jmp(jmp),
        .mov(mov),
        .sll(sll),
        .cmp(cmp),
        .bbt(bbt)
    );
    Reg_ Reg_(
        .clk(clk),
        .resetn(resetn),
        .T3(T[3]),
        .raddr1(raddr1),
        .raddr2(raddr2),
        .we(reg_wen),
        .waddr(waddr),
        .wdata(wb_data),
        .rdata1(rs_data),
        .rdata2(rt_data)
    );
    wire[31:0] alu_res;
    wire zero;
    wire Cout;
    alu_ alu_(
        .A(rs_data),
        .B(rt_data),
        .Cin(1'b0),
        .Card(alu_card),
        .F(alu_res),
        .Cout(Cout),
        .Zero(zero)
    );
    wire[31:0] cmp_res;
    wire[31:0] sll_res;
    assign sll_res = rt_data<<inst[10:6];
    assign cmp_res[0] = (rs_data == rt_data)?1'b1:1'b0;
    assign cmp_res[1] = ($signed(rs_data)-$signed(rt_data) < 0)?1'b1:1'b0;
    assign cmp_res[3] = ($signed(rs_data)-$signed(rt_data) <= 0)?1'b1:1'b0;
    assign cmp_res[2] = (rs_data < rt_data)?1'b1:1'b0;
    assign cmp_res[4] = (rs_data <= rt_data)?1'b1:1'b0;
    assign cmp_res[9:5] = ~cmp_res[4:0];
    assign cmp_res[31:10] = 0;
    assign wb_data = cmp ? cmp_res:
    sll ? sll_res:
    (mov & zero) ? rs_data:
    mem_rd?data_sram_rdata:
    alu_res;
    assign data_sram_addr = rs_data+{{16{inst[15]}},inst[15:0]};
    assign data_sram_wdata = alu_res;
    assign debug_wb_rf_wdata = wb_data;
    assign debug_wb_rf_wen = ((waddr!=0)&reg_wen) & T[3];
    assign debug_wb_rf_wnum = waddr;
endmodule
module alu_ (
    input  [31:0]   A,
    input  [31:0]   B,
    input           Cin,
    input  [4:0]    Card,
    output [31:0]   F,
    output          Cout,
    output          Zero
);
    wire [31:0]    add1_result;
    wire [31:0]    add2_result;
    wire [31:0]    sub1_result;
    wire [31:0]    sub2_result;
    wire [31:0]    sub3_result;
    wire [31:0]    sub4_result;
    wire [31:0]    and_result;
    wire [31:0]    or_result;
    wire [31:0]    sor_result;
    wire [31:0]    nor_result;
    wire [31:0]    andnot_result;
    wire flag1, flag2;
    assign {flag1, add1_result}  = A + B;
    assign {flag2, add2_result}  = A + B + Cin;
    assign sub1_result  = A - B;
    assign sub2_result  = A - B - Cin;
    assign sub3_result  = B - A;
    assign sub4_result  = B - A - Cin;
    assign and_result  = A & B;
    assign or_result  = A | B;
    assign sor_result  = ~(A ^ B);
    assign nor_result  = A ^ B;
    assign andnot_result  = ~(A & B);
    assign F =   ({32{Card == 5'b00001}}  & add1_result )  |
                 ({32{Card == 5'b00010}}  & add2_result)  |
                 ({32{Card == 5'b00011}}  & sub1_result)  |
                 ({32{Card == 5'b00100}} & sub2_result) |
                 ({32{Card == 5'b00101}}  & sub3_result)  |
                 ({32{Card == 5'b00110}} & sub4_result) |
                 ({32{Card == 5'b00111}}  & A)  |
                 ({32{Card == 5'b01000}} & B) |
                 ({32{Card == 5'b01001}}  & ~A)  |
                 ({32{Card == 5'b01010}} & ~B) |
                 ({32{Card == 5'b01100}}  & and_result)  |
                 ({32{Card == 5'b01011}} & or_result) |
                 ({32{Card == 5'b01101}} & sor_result) |
                 ({32{Card == 5'b01110}} & nor_result) |  
                 ({32{Card == 5'b01111}} & andnot_result);         
    assign Cout = ({32{Card == 5'b00001}}  & flag1) |
                  ({32{Card == 5'b00010}}  & flag2);
    assign Zero = (F == 32'b0);
endmodule
module cpu_decoder (
    input[31:0]     inst,
    input           resetn,
    output          wen,
    output[4:0]     waddr,
    output[4:0]     raddr1,
    output[4:0]     raddr2,
    output[4:0]     alu_card,
    output          mem_rd,
    output          mem_wr,
    output          jmp,
    output          mov,
    output          sll,
    output          cmp,
    output          bbt
);
    reg flag;
    wire [4:0] rs, rt, rd;
    assign rs = inst[25:21];
    assign rt = inst[20:16];
    assign rd = inst[15:11];
    reg [12:1]inst_flag;
    wire [16:0] inst_part;
    assign inst_part = {inst[31:26],inst[10:0]};
    always @(*) begin
        if (!resetn) inst_flag = 0;
        flag = 0;
        casez(inst_part)
            17'b00000000000100000: inst_flag = 12'b000000000001;
            17'b00000000000100010: inst_flag = 12'b000000000010;
            17'b00000000000100100: inst_flag = 12'b000000000100;
            17'b00000000000100101: inst_flag = 12'b000000001000;
            17'b00000000000100110: inst_flag = 12'b000000010000;
            17'b101011???????????: inst_flag = 12'b000000100000;
            17'b100011???????????: inst_flag = 12'b000001000000;
            17'b000010???????????: inst_flag = 12'b000010000000;
            17'b00000000000001010: inst_flag = 12'b000100000000;
            17'b11111000000000000: inst_flag = 12'b010000000000;
            17'b111111???????????: inst_flag = 12'b100000000000;
            17'b000000?????000000: inst_flag = (inst[25:21]==5'b0)?(12'b001000000000):12'b0;
            default:  flag = 1;
        endcase
        if (inst_flag == 12'b0) flag = 1;
    end
    assign wen = inst_flag[1] | inst_flag[2] | inst_flag[3] | inst_flag[4] | inst_flag[5] | inst_flag[7] | inst_flag[9] | inst_flag[10] | inst_flag[11];
    assign waddr = ({5{inst_flag[1] | inst_flag[2] | inst_flag[3] | inst_flag[4] | inst_flag[5] | inst_flag[9] | inst_flag[10] | inst_flag[11]}} & rd) |
                   ({5{inst_flag[7]}} & rt);
    assign raddr1 = rs;
    assign raddr2 = rt;
    assign alu_card = ({5{inst_flag[1]}} & 5'b00001) | ({5{inst_flag[2]}} & 5'b00011) | 
                      ({5{inst_flag[3]}} & 5'b01100) | ({5{inst_flag[4]}} & 5'b01011) | 
                      ({5{inst_flag[5]}} & 5'b01110) | ({5{inst_flag[9] | inst_flag[6]}} & 5'b01000) | 
                      ({5{inst_flag[11]}} & 5'b00111);
    assign mem_rd = inst_flag[7];  
    assign mem_wr = inst_flag[6];   
    assign jmp = inst_flag[8];       
    assign mov = inst_flag[9];          
    assign sll = inst_flag[10];         
    assign cmp = inst_flag[11];         
    assign bbt = inst_flag[12];         
endmodule
module PC_select (
    input clk,
    input T,
    input resetn,
    input [1:0] sel,
    input[25:0] jmp_part,
    input[15:0] bbt_part,
    output [31:0] pc_val
);
    (*mark_debug = "true"*)reg [31:0] pc = 0;
    assign pc_val = pc;
    wire[31:0] npc = pc + 4;
    wire[31:0] jmp_pc = {npc[31:28], jmp_part[25:0], 2'b00};
    wire[31:0] bbt_pc = ({{16{bbt_part[15]}},bbt_part} << 2) + npc;
    wire[31:0] pc_res = (sel == 2'b10) ? bbt_pc : (sel == 2'b01) ? jmp_pc : npc;
    always @(posedge clk) begin             
        if (resetn == 0) 
            pc <= 32'b0;
        else if (T) 
            pc <= pc_res;
    end
endmodule
module Reg_(
    input clk,
    input T3,
    input resetn,
    input [4:0] raddr1,
    input [4:0] raddr2,
    input we,
    input [4:0] waddr,
    input [31:0] wdata,
    output [31:0] rdata1,
    output [31:0] rdata2
);
    integer i;
    reg [31:0] Reg[31:0]; 
    always @(posedge clk) begin
        if (!resetn)
            for (i = 0; i < 32; i = i + 1)
                Reg[i] <= 32'b0;
        else if (T3 & we)
            Reg[waddr] <= wdata;
    end 
    assign rdata1 = Reg[raddr1]; 
    assign rdata2 = Reg[raddr2];
endmodule 
```

==> metrics.cfg <==
[worst_setup_path]
startpoint_type=input pin
r2r_end=Reg_.Reg[8][11]
crit_path_end_kind=primary output
cp.required_ps=31520
cp_max_fo=34
cp.arrival_ps=18080
reg2reg_from=Reg_.Reg[9][5]
startpoint=inst_sram_rdata[20]
critPathKind=in -> out
r2r_slack_ps=30350
cp-endpoint=debug_wb_rf_wdata[21]
reg2reg_depth=22

[worst_hold_path]
worstHoldPathType=reg -> reg
hold_depth=2

[yosys]
async_flop_share_pct=0
ys_ff=1099
synth-main-ff-cell=edfxtp_1
synth.avg_cell_area_um2=11.14
synth.cell_area_um2=69410
ys_cells=6228
yosys.cell_types.count=105
edf_count=1024
syn-instance-count=6228
ys_area_um2=69410
yosys_warnings=4

[power]
vdd_ir_drop_max_uv=31.81
power_mw=3.271
p_per_area_nw_per_um2=42.23
p_leak_nw=28.68

[detailed_routing]
dr.pass1.iters=6
ant_nets=0
drtIter0Drc=5295
route.detailed.drc=0
wl_per_cell_um=36.81
vias_per_cell=6.889
vias=56570
drt-total-wl_um=302300

[place]
dpl-instance-area_um2=73760
gp_congestion=1.027
numPortBuffers=230
dpl.hpwl_um=203400
dp.cells=7993
dp_slack_ps=13790

[layout]
mostFrequentLayoutCell=nor2_1
final_core_util_pct=56.28
final_cells=8212
area_growth_pct=11.61
stdcell_area_um2=77470
lay_top_cells=1229 x nor2_1, 1024 x edfxtp_1, 493 x mux2i_1
fillers=11378
drive_above_1_share_pct=16.36

[final_timing]
setup_violations=0
untimed_endpoints=14
setup_ws_ps=13440
post-route-period-util_pct=65.88
hold_viol=0
slew_viol_final=0
tightest_slew_ps=1154
fin_worst_skew_ps=61.98
min_period_ps=25960
clock.fmax_mhz=38.53
tns_ps=0
rsz0062_at_grt=false
maxSlewHeadroom_pct=22.37
unclocked_pins=12
whs_ps=490.1

[global_routing]
grt_pass1_vias=56680
grt_max_degree=56
antenna_found_initial=10
grt_usage_pct=46.63
grt_pass1_wl_um=422800
grt.overflow.total=0

[job]
maxCapViolCount=0
warnings=92

[floorplan]
ios=238
die_w_um=374.6
chipHeight_um=374.6
initial_core_util_pct=50.42
rows=136
die_area_um2=140300
fp.coreArea_um2=137700

[clocking]
hold_buffers=0
cts_resized=0
cts_inserted_buffers=117
root_buffer=clkbuf_16
clk_pin_slew_ps=60
cts_setup_buffers=0
clock_tree.buffer_depth=3
cts_max_level=3
cts_tree=yes
clk-insertion-delay-late_ps=770

[run_status]
outcome=completed

## cell usage after synthesis (all sizes together) (21+ instances only)
master  count  area [µm²]
a211oi     58       440.4
a21o       32       240.2
a21oi     202        1015
a221oi     49       471.7
a22o       29       254.0
a22oi     204        1551
a31oi      31       193.9
and2       27       168.9
and3       38       237.7
buf       244        1618
clkbuf    312        1171
dfxtp      63        1261
edfxtp   1024       30750
ha        159        1989
inv       147       551.8
mux2       27       304.0
mux2i     495        4955
mux4      361        8130
nand2     289        1085
nand2b     40       250.2
nand3     143       725.7
nand3b     21       157.7
nand4      35       225.2
nor2     1262        4812
nor2b      45       281.5
nor3      142       815.8
nor4       37       259.0
o211ai     39       292.8
o21a       25       187.7
o21ai     160       800.8
o221ai     29       260.3
o22ai      50       312.8
or2        22       137.6
or3        21       131.4
xnor2      71       621.9
xor2       27       236.5
## registers in the layout, indices dropped and copies added (netlist names)
register and count:
cpu_decoder.inst_flag 12, T 3, PC_select.pc 30, Reg_.Reg 1024, pc_keep 30
## worst min path at each step
stage | startpoint | to | slack [ps]
4_1_cts | pc_keep[4] | pc_keep[4] | 490
5_1_grt | pc_keep[5] | pc_keep[5] | 520
6_report | pc_keep[2] | pc_keep[2] | 490
## final cells by class
| class | instances | area (µm²) | area share [%] |
|---|---|---|---|
| Inverter | 153 | 574.3 | 0.7413 |
| Clock inverter | 71 | 619.3 | 0.7994 |
| Antenna cell | 6 | 15.01 | 0.01938 |
| Tap cell | 1794 | 2245 | 2.897 |
| Sequential cell | 1099 | 32200 | 41.56 |
| Clock buffer | 142 | 3073 | 3.967 |
| Timing Repair Buffer | 521 | 4477 | 5.779 |
| Multi-Input combinational cell | 4426 | 34270 | 44.23 |
## routing by layer
metal | global-route usage, % | share of wire [%] | vias up
li1 | - | - | 23723
met1 | 57.75 | 33 | 27344
met2 | 62.87 | 42 | 4487
met3 | 32.67 | 18 | 972
met4 | 21.86 | 6.3 | 44
met5 | 8.096 | 0.49 | -
## cells by family after synthesis
logic type               after synthesis  synth area share, %
AND/OR/NAND/NOR                     2187                14.18
AND-OR/OR-AND                       1088                11.09
flip-flops                          1087                46.12
multiplexers                         883                19.29
buffers and inverters                709                4.845
adder cells (fa/ha/maj)              163                2.982
XOR/XNOR                              98                1.237
latches                               12               0.2596
other                                  1             0.005403
## power by group
group	switching, mW	total (mW)	leakage (nW)	internal (mW)
clock	0.475	1.08	1.81	0.605
sequential	0.0233	1.32	11.2	1.30
combinational	0.573	0.868	15.7	0.295
total	1.07	3.27	28.7	2.20
## critical path, cell delays in order
cell	delay, ps
buf_2	150
buf_4	470
buf_4	730
nor2b_2	260
buf_4	500
a22oi_1	230
nand3_1	250
nand4_1	620
inv_1	280
ha_1	450
nor2_1	80
a221oi_1	620
a2111o_1	360
a2bb2oi_1	100
buf_4	160
a211o_1	410
o31ai_1	270
mux2_2	370
a211o_1	360
a2111oi_2	500
nand4_2	400
or3_1	590
buf_4	380
mux2i_1	320
o21ai_4	60
buf_4	290
nor2_1	330
clkdlybuf4s50_1	530
No activity file was given, so power comes from the tool's default toggle rates.
